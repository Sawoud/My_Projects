### ./config.mk
export PLATFORM = sky130hd
export DESIGN_NAME = PB_controller
export DESIGN_NICKNAME = PB_controller
export VERILOG_FILES = /design/flow/design.v
export SDC_FILE = /design/flow/constraint.sdc
export NUM_CORES = 4
export LEC_CHECK = 1
export CORE_UTILIZATION = 50
### ./constraint.sdc
current_design PB_controller

set clk_period 2.5
set clk_io_pct 0.2

create_clock -name clk0 -period $clk_period [get_ports {Clock_50}]

set non_clock_inputs [all_inputs -no_clocks]
set_input_delay [expr $clk_period * $clk_io_pct] -clock clk0 $non_clock_inputs
set_output_delay [expr $clk_period * $clk_io_pct] -clock clk0 [all_outputs]
### ./design.v
`timescale 1ns/100ps
`default_nettype none
module PB_controller (
	input logic Clock_50,
	input logic Resetn,
	input logic [3:0] PB_signal,
	output logic [3:0] PB_pushed
);
logic [15:0] clock_1kHz_div_count;
logic clock_1kHz, clock_1kHz_buf;
logic [9:0] debounce_shift_reg [3:0];
logic [3:0] push_button_status;
logic [3:0] push_button_status_buf;
always_ff @ (posedge Clock_50 or negedge Resetn) begin
	if (Resetn == 1'b0) begin
		clock_1kHz_div_count <= 16'h0000;
	end else begin
		if (clock_1kHz_div_count < 'd24999) begin
			clock_1kHz_div_count <= clock_1kHz_div_count + 16'd1;
		end else 
			clock_1kHz_div_count <= 16'h0000;		
	end
end
always_ff @ (posedge Clock_50 or negedge Resetn) begin
	if (Resetn == 1'b0) begin
		clock_1kHz <= 1'b1;
	end else begin
		if (clock_1kHz_div_count == 'd0) clock_1kHz <= ~clock_1kHz;
	end
end
always_ff @ (posedge Clock_50 or negedge Resetn) begin
	if (Resetn == 1'b0) begin
		clock_1kHz_buf <= 1'b1;	
	end else begin
		clock_1kHz_buf <= clock_1kHz;
	end
end
always_ff @ (posedge Clock_50 or negedge Resetn) begin
	if (Resetn == 1'b0) begin
		debounce_shift_reg[0] <= 8'd0;
		debounce_shift_reg[1] <= 8'd0;
		debounce_shift_reg[2] <= 8'd0;
		debounce_shift_reg[3] <= 8'd0;						
	end else begin
		if (clock_1kHz_buf == 1'b0 && clock_1kHz == 1'b1) begin
			debounce_shift_reg[0] <= {debounce_shift_reg[0][8:0], ~PB_signal[0]};
			debounce_shift_reg[1] <= {debounce_shift_reg[1][8:0], ~PB_signal[1]};
			debounce_shift_reg[2] <= {debounce_shift_reg[2][8:0], ~PB_signal[2]};
			debounce_shift_reg[3] <= {debounce_shift_reg[3][8:0], ~PB_signal[3]};
		end
	end
end
always_ff @ (posedge Clock_50 or negedge Resetn) begin
	if (Resetn == 1'b0) begin
		push_button_status <= 4'h0;
		push_button_status_buf <= 4'h0;
	end else begin
		push_button_status[0] <= |debounce_shift_reg[0];
		push_button_status[1] <= |debounce_shift_reg[1];
		push_button_status[2] <= |debounce_shift_reg[2];
		push_button_status[3] <= |debounce_shift_reg[3];						
		push_button_status_buf <= push_button_status;
	end
end
assign PB_pushed = push_button_status & (~push_button_status_buf | 4'b0000); 
endmodule
### ./run.sh
#!/bin/bash
# OpenROAD 26Q1-2900-gdf79404cd8, Yosys 0.63+post, stock flow scripts
make -C /OpenROAD-flow-scripts/flow DESIGN_CONFIG=/design/flow/config.mk WORK_HOME=/design/flow/orfs finish
==> out/results.txt <==
clock buffer depth -> 2
Final GP Congestion -> 0.935
TritonRoute pass-1 iters -> 4
Die H -> 75.8 um
CTS tree -> built
clock network fraction of total power -> 0.290
layout cells sized above 1 -> 0.322
mapped cell area -> 0.00272 mm2
distinct lib cells -> 30
routed length per placed instance -> 12.6 um
post-route ant nets -> 0
Vias -> 1,524
# Cells Yosys -> 205
biggest area consumer among synthesized cells -> dfrtp_1
Die ar. -> 0.00574 mm2
endpoint class of the critical path -> flip-flop
Syn-to-layout area delta -> 15.4%
Avg Cell Area, Syn -> 13.3 um2
PostCTS Resize Cnt -> 0
Num CTS Buffers -> 9
Row Count -> 26
Sequential Power Share -> 0.478
Sink Count -> 66
peak supply drop -> 0.611 mV
pin count of the biggest net entering global routing -> 42
Remaining DRCs -> 0
Pins Over Slew Limit -> 0
max incr delay on CP -> 0.42 ns
Rel. slew slack -> 0.621
final number of setup-violating endpoints -> 0
starting density of the core -> 0.526
CP Class -> flip-flop to flip-flop
Seq share, synth -> 0.608
max FFs per register -> 40
Post-synth regs -> 66
area share, top type -> 0.589
port bufs -> 9
clock root cell -> clkbuf_8
Worst Setup Slack, final -> 0.600 ns
tool warnings -> 26
chip width -> 75.8 um
worst path cell trace -> ha_1 -> nand2_1 -> a2111oi_0 -> or3_1 -> buf_4 -> a21oi_1
post-DP HPWL -> 2520 um
final setup TNS -> 0 ns
Sw Pwr -> 0.000923 W
final hold violations -> 0
RSZ-0062 raised after global routing -> no
CP Data Required Time -> 2.71 ns
first-pass GRT wire length -> 6380 um
WP data arrival -> 2.11 ns
overall power -> 0.00351 W
status -> finished, final reports clean
Final Cycle Share -> 0.760
top cells by area -> dfrtp_1 (59%), mux2_2 (15%), xnor2_1 (3.5%), nor2_4 (3.3%), nor4_1 (2.5%)
Worst-Margin Slew -> 0.569 ns
DP Worst Slack -> 0.614 ns
Iter 0 DRT Violations -> 88
Pleak -> 1.29 nW
Detailed Route WL -> 3750 um
synth warn -> 2
post-CTS setup buffer count -> 0
vias in the first global route -> 1,419
Top Ports -> 10
H-tree levels -> 3
initial antenna violation count -> 0
clk slew on worst S/H paths -> 0.07 ns
Yosys chip area -> 0.00272 mm2
crit path max-delay cell type -> dfrtp_1
CORE AREA -> 0.00517 mm2
worst min-delay path class -> primary input to asynchronous set/reset pin
crit path time final -> 1.90 ns
Bufs and invs on worst path -> 1
nature of the critical path startpoint -> flip-flop
Global Route Usage Sum -> 0.151
switching part of the total -> 0.263
Logic pwr share -> 0.232
pwr dens -> 1120 mW/mm2
Fmax achieved -> 526 MHz
clock latency (worst-skew pair) -> 0.32 ns
Setup Skew -> 0.00482 ns
Int Pwr -> 0.00259 W
GRT Residual Overflow -> 0
diode count -> 0
Cells after Synth -> 205
max-cap violation count -> 0
hold_buf cts -> 0
worst-path maximum fanout -> 8
via density per instance -> 5.13
kind of cell adding the most delay to the critical path -> simple AND/OR/NAND/NOR gates
==> synth_stat cells <==
cell and count:
nor4_1 11, nor4b_1 1, a2111oi_0 1, nand4_1 2
ha_1 2, nand3_1 9, nand2b_1 1, xor2_1 2
mux2_2 36, buf_6 1, nand2_1 9, nand4_2 1
clkbuf_1 2, buf_2 3, inv_1 6, o21ai_0 4
or3_1 1, nor2_2 2, dfrtp_1 64, xnor2_1 11
nor2b_1 4, nor2_4 8, buf_8 1, nor2_1 13
nor4_2 1, dfstp_2 2, nor3_2 1, conb_1 1
a21oi_1 1, nor3_1 4
==> layer usage <==
| metal | GRT usage | wire length (um) | up-vias |
|---|---|---|---|
| met4 | 0.0350 | 74 | 0 |
| met2 | 0.206 | 1600 | 17 |
| met1 | 0.265 | 1990 | 749 |
| met5 | 0 | 0 | - |
| met3 | 0.0282 | 88 | 9 |
| li1 | - | - | 749 |
==> through the flow <==
| step | util | cell area (um2) | instances | hold WS [ns] |
|---|---|---|---|---|
| floorplan | - | 2720 | 205 | 0.204 |
| global placement | 0.561 | 2900 | 281 | 0.352 |
| finish | 0.607 | 3140 | 297 | 0.165 |
| global route | 0.607 | 3140 | 297 | 0.196 |
| detailed placement | 0.561 | 2900 | 281 | 0.360 |
| CTS | 0.607 | 3140 | 297 | 0.171 |
==> path summary, 6_finish.rpt <==
| path | slack [ns] | endpoint | from | cells past startpoint |
|---|---|---|---|---|
| min in group clk0 | 0.37 | push_button_status_buf[0]$_DFF_PN0_ | push_button_status[0]$_DFF_PN0_ | 0 |
| setup reg to reg | 0.60 | clock_1kHz_div_count[14]$_DFF_PN0_ | clock_1kHz_div_count[0]$_DFF_PN0_ | 6 |
| hold reg to reg | 0.37 | push_button_status_buf[0]$_DFF_PN0_ | push_button_status[0]$_DFF_PN0_ | 0 |
| max in group asynchronous | 1.68 | clock_1kHz_buf$_DFF_PN1_ | Resetn | 2 |
| setup / recovery | 0.60 | clock_1kHz_div_count[14]$_DFF_PN0_ | clock_1kHz_div_count[0]$_DFF_PN0_ | 6 |
| hold / removal | 0.16 | push_button_status_buf[2]$_DFF_PN0_ | Resetn | 1 |
==> area by class of cell <==
cell class	instances	area, um2
inverter	6	22.5
fill	400	2030
multi-input combinational	126	997
sequential	66	1650
clock buffer	12	165
timing repair buffer	13	140
clock inverter	4	72.6
tap	70	87.6
==> layout by cell type (no fill, tap or decap), types with 2 or more instances in the layout <==
cell	instances
dfrtp_1	64
mux2_2	36
nor2_1	13
clkbuf_8	12
nor4_1	11
xnor2_1	11
nand2_1	9
nand3_1	9
nor2_4	8
clkdlybuf4s50_1	8
inv_1	6
nor3_1	4
nor2b_1	4
o21ai_0	4
nand4_1	2
xor2_1	2
nor2_2	2
ha_1	2
bufinv_16	2
dfstp_2	2
buf_4	2
buf_12	2
==> worst register-to-register path, delay by kind of cell (launching register included) <==
family,cells,cell delay (ns)
AND/OR/NAND/NOR,2,0.44
flip-flops,1,0.42
AND-OR/OR-AND,2,0.41
buffers and inverters,1,0.28
adder cells (fa/ha/maj),1,0.22
==> power by group through the flow <==
stage / logic, W / registers [W] / clock network [W]
after CTS: 0.000833 / 0.00168 / 0.00104
after global routing: 0.000895 / 0.00173 / 0.00109
final: 0.000816 / 0.00168 / 0.00102
==> logic make-up after synthesis <==
group,count (synthesis),share of synthesized area
compound gates,6,0.0124
xor+xnor,13,0.0419
fa+ha+maj,2,0.00920
buf+inv,13,0.0262
flops,66,0.608
mux,36,0.149
other cells,1,0.00138
simple gates,68,0.152
No activity file was given, so power comes from the tool's default toggle rates.
